==> flow/config.mk <==
export PLATFORM = sky130hd
export DESIGN_NAME = day012_single_port_ram_ce_syncread
export DESIGN_NICKNAME = day012_single_port_ram_ce_syncread
export VERILOG_FILES = /design/flow/design.v
export SDC_FILE = /design/flow/constraint.sdc
export NUM_CORES = 4
export LEC_CHECK = 1
export CORE_UTILIZATION = 30
==> flow/constraint.sdc <==
current_design day012_single_port_ram_ce_syncread

set clk_period 2.0
set clk_io_pct 0.2

create_clock -name clk0 -period $clk_period [get_ports {clk_i}]

set non_clock_inputs [all_inputs -no_clocks]
set_input_delay [expr $clk_period * $clk_io_pct] -clock clk0 $non_clock_inputs
set_output_delay [expr $clk_period * $clk_io_pct] -clock clk0 [all_outputs]
==> flow/design.v <==
`timescale 1ns / 1ps
function integer clogb2;
    input integer depth;
        for (clogb2=0; depth>0; clogb2=clogb2+1)
            depth = depth >> 1;
endfunction
parameter DATA_WIDTH = 8;
parameter DEPTH = 8;
parameter integer ADDR_WIDTH = clogb2(DEPTH-1);
module day012_single_port_ram_ce_syncread(
    input logic clk_i,
    input logic [DATA_WIDTH-1:0] data_in_i,
    input logic [ADDR_WIDTH-1:0] addr_i,
    input logic we_i,
    input logic ce_i,
    input logic n_rst_i,
    output logic [DATA_WIDTH-1:0] data_out_o
    );
logic [DATA_WIDTH-1:0] ram [DEPTH-1:0];
initial 
    begin
        integer i;
        for (i = 0; i < DEPTH; i = i + 1)
            ram[i] = {DATA_WIDTH{1'b0}};
    end
always @ (posedge clk_i, negedge n_rst_i)
    begin
        if(n_rst_i == 1'b0)
            begin
                data_out_o <= {DATA_WIDTH{1'b0}};
            end
        else if(ce_i == 1'b1)
            begin
                if (we_i == 1'b1)
                    begin
                        ram[addr_i] <= data_in_i;
                    end
                else
                    begin
                        data_out_o <= ram[addr_i];       
                    end         
            end             
    end    
endmodule
==> flow/run.sh <==
#!/bin/bash
# OpenROAD 26Q1-2900-gdf79404cd8, Yosys 0.63+post, stock flow scripts
make -C /OpenROAD-flow-scripts/flow DESIGN_CONFIG=/design/flow/config.mk WORK_HOME=/design/flow/orfs finish
==> results_slide.txt <==
Physical Implementation Snapshot

Run status
  – Status: complete, no violations

Synthesis
  – Unique cell types: 22
  – Ys Warns: 2
  – Area reported by Yosys stat: 2810 um2
  – FF+latch count, synth: about 72
  – # Cells Yosys: 169
  – Post-Syn Area: roughly 2800 um2
  – Avg Inst Size Synth: 16.6 um2
  – Cells after synthesis: 169
  – Sequential fraction of the synthesis area: about 75%

CTS
  – TritonCTS buffer count: 9
  – CTS Buffer Depth: 2
  – Clk latency of the worst-skew pair: ~0.33 ns
  – Setup bufs post-CTS: 0
  – CTS tree: yes
  – H-tree Lvls: 3
  – # clock sinks: between 70 and 80
  – Clk root buf: clkbuf_8
  – Hold_buf cts: 0
  – Clock transition at the registers of the reported paths: around 0.070 ns
  – # resized after CTS: 0

Worst setup path
  – CP Capture Type: register
  – Worst r2r src: ram[5][4]$_DFFE_PP_
  – Critical path startpoint category: input pin
  – R2R cell count: 3
  – Critical-path top delay cell: clkdlybuf4s50_1
  – CP top delay family: buffers and inverters
  – Crit-path cells: clkdlybuf4s50_1 > nand4_1 > nor2_1 > buf_4
  – FF-to-FF setup slack: between 0.8 and 0.9 ns
  – Required time worst endpoint: 2.04 ns
  – Max incr delay on CP: approximately 0.63 ns
  – Arr. time, crit path: 1.88 ns
  – FF-to-FF End: data_out_o[4]$_DFFE_PN0P_
  – Critical path class: in2reg
  – Worst-path fanout max: 6
  – Buf/Inv on CP: 2

Global routing
  – GRT met2 Usage: a little under a fifth
  – GR met1 Demand/Resource: between 10% and 20%
  – Initial antenna violation count: 0
  – First-pass GRT wire length: 8250 um
  – GRT overflow: 0
  – Met3 Usage GRT: 5.63%
  – Largest net degree at the start of global routing: 17
  – Vias in the first global route: 1586
  – Global routing's busiest layer: met2
  – GRT Overall Usage: 12.1%

Place
  – Detail Placement HPWL: 3680 um
  – PortBufs: 22
  – GPL Wtd Cong: 0.797
  – Post-DP Area: approximately 3300 um2

Floorplan
  – Chip height: about 99 um
  – Core box area: 8890 um2
  – Io pins: 23
  – Chip area: around 10000 um2
  – Row cnt: 34
  – Initial Util: 31.6%
  – Die X: 98.8 um

Routing
  – DRT Wirelength: 5220 um
  – Vias per inst: approximately 4.8
  – WL/cell: 15.5 um
  – Initial DRC count: just under 50
  – Antenna diodes: 0
  – Total number of vias: 1601
  – DR pass1 iterations: 4
  – Residual DRC: 0
  – Routed Antenna Nets: 0

STA
  – Fin. max-slew vios: 0
  – Fmax: roughly 540 MHz
  – Worst Skew: about 0.011 ns
  – RSZ-0062 raised after global routing: false
  – Final hold violations: 0
  – Headroom to the max-slew limit: 64.3%
  – Hold Slack: 0.443 ns
  – Pin slew with the least headroom to its limit: between 0.5 and 0.6 ns
  – Crit share post-route: 91.9%
  – Final setup fails: 0
  – Setup TNS: 0 ns
  – Final min period: about 1.8 ns

Pwr
  – Maximum VDD drop: 0.540 mV
  – Pleak: 1.26 nW
  – PD cells: 820 nW/um2
  – Tot Pwr: 2.88 mW

Run
  – Max-cap viol count: 0
  – Tool warnings: 25

Cells and area
  – Final Instance Area: 3510 um2
  – Share of layout cells above drive strength 1: 21.1%
  – Area grow syn2layout: 25.0%

Min path
  – Worst hold path type: in2async
[layout by cell type (no fill, tap or decap), drive strengths merged]
| cell type | count |
|---|---|
| nor3 | 2 |
| o22ai | 14 |
| nand4 | 1 |
| a211oi | 7 |
| clkdlybuf4s50 | 22 |
| edfxtp | 64 |
| nand2b | 3 |
| or3 | 1 |
| dfrtp | 8 |
| clkinv | 4 |
| nor3b | 7 |
| mux4 | 1 |
| o31ai | 1 |
| mux2i | 24 |
| clkbuf | 12 |
| nand4b | 1 |
| nand2 | 9 |
| buf | 32 |
| o21ai | 7 |
| nor2b | 1 |
| nor2 | 7 |
[cells in the mapped netlist (all sizes together)]
cell | count | share of area, %
nand4b | 1 | 0.31
buf | 7 | 2.0
nand2 | 9 | 1.2
clkbuf | 4 | 0.53
nor2b | 1 | 0.22
or3 | 1 | 0.22
nor3 | 2 | 0.36
o31ai | 1 | 0.44
mux4 | 1 | 0.80
mux2i | 24 | 8.5
o21ai | 7 | 1.2
o22ai | 14 | 3.1
nor2 | 7 | 0.93
nor3b | 7 | 1.9
edfxtp | 64 | 68
a211oi | 7 | 1.9
nand4 | 1 | 0.22
dfrtp | 8 | 7.1
nand2b | 3 | 0.67
[routing by layer]
| metal | up-vias | wire length (um) |
|---|---|---|
| met2 | 48 | 2440 |
| met4 | 0 | 15 |
| met5 | - | 0 |
| li1 | 769 | - |
| met1 | 782 | 2350 |
| met3 | 2 | 411 |
[logic make-up (layout without fill, tap and decap cells)]
kind of cell           after synthesis  in the layout  share of synthesized area (%)
muxes                               25             25                           9.35
and+or+nand+nor                     32             32                           6.01
buffers and inverters               11             70                           2.49
DFF                                 72             72                           75.5
AOI/OAI and AO/OA                   29             29                           6.68
[layout make-up]
class / instances / area, um2
Clock buffer: 12 / 145
Timing Repair Buffer: 54 / 473
Clock inverter: 4 / 20.0
Multi-Input combinational cell: 86 / 619
Tap cell: 108 / 135
Sequential cell: 72 / 2120
Fill cell: 798 / 5380
[where the power goes]
group          leakage, nW  internal [mW]  switching, mW
sequential           0.676           1.68         0.0140
combinational        0.493          0.134          0.107
clock               0.0899          0.476          0.475
[worst max-delay path by stage]
| stage | from | end | slack, ns | cells after the start |
|---|---|---|---|---|
| final | addr_i[2] | ram[5][3]$_DFFE_PP_ | 0.16 | 4 |
| after CTS | addr_i[2] | ram[5][3]$_DFFE_PP_ | 0.14 | 4 |
| after global routing | addr_i[2] | ram[5][3]$_DFFE_PP_ | 0.04 | 4 |
[state kept, by name (all words and copies together), names as in the netlist]
| register | flops |
|---|---|
| ram | 64 |
| data_out_o | 8 |
[metrics by stage]
stage	utilization, %	worst slack (ns)	std cells
CTS	39.5	0.139	336
finish	39.5	0.163	336
global route	39.5	0.0418	336
global placement	37.7	-0.167	320
floorplan	-	0.0308	169
detailed placement	37.7	-0.196	320
Power is estimated from default activity; no workload was simulated.
