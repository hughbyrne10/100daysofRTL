==> flow/config.mk <==
export PLATFORM = sky130hd
export DESIGN_NAME = day014_dual_port_ram
export DESIGN_NICKNAME = day014_dual_port_ram
export VERILOG_FILES = /design/flow/design.v
export SDC_FILE = /design/flow/constraint.sdc
export NUM_CORES = 4
export LEC_CHECK = 1
export CORE_UTILIZATION = 40
==> flow/constraint.sdc <==
current_design day014_dual_port_ram

set clk_period 2.4
set clk_io_pct 0.2

create_clock -name clk0 -period $clk_period [get_ports {clk_i}]

set non_clock_inputs [all_inputs -no_clocks]
set_input_delay [expr $clk_period * $clk_io_pct] -clock clk0 $non_clock_inputs
set_output_delay [expr $clk_period * $clk_io_pct] -clock clk0 [all_outputs]
==> flow/design.v <==
`timescale 1ns / 1ps
function integer clogb2;
    input integer depth;
        for (clogb2=0; depth>0; clogb2=clogb2+1)
            depth = depth >> 1;
endfunction
parameter RAM_WIDTH = 8;
parameter DATA_WIDTH = 8;
parameter DEPTH = 8;
parameter integer ADDR_WIDTH = clogb2(DEPTH-1);
module day014_dual_port_ram(
    input logic clk_i,
    input logic [ADDR_WIDTH-1:0] addr_a_i,
    input logic [DATA_WIDTH-1:0] data_in_a_i,
    input logic we_a_i,
    input logic [ADDR_WIDTH-1:0] addr_b_i,
    input logic [DATA_WIDTH-1:0] data_in_b_i,
    input logic we_b_i,
    output logic [DATA_WIDTH-1:0] data_out_a_o,
    output logic [DATA_WIDTH-1:0] data_out_b_o
);
reg [RAM_WIDTH-1:0] ram [DEPTH-1:0];
initial 
    begin
        integer i;
        for (i = 0; i < DEPTH; i = i + 1)
            ram[i] = {RAM_WIDTH{1'b0}};    
    end
always_ff@(posedge clk_i)
    begin
        if (we_a_i == 1'b1)
            ram[addr_a_i] <= data_in_a_i;
    end    
assign data_out_a_o = ram[addr_a_i];
always_ff@(posedge clk_i)
    begin
        if (we_b_i == 1'b1)
            ram[addr_b_i] <= data_in_b_i;
    end    
assign data_out_b_o = ram[addr_b_i];
endmodule
==> flow/run.sh <==
#!/bin/bash
# OpenROAD 26Q1-2900-gdf79404cd8, Yosys 0.63+post, stock flow scripts
make -C /OpenROAD-flow-scripts/flow DESIGN_CONFIG=/design/flow/config.mk WORK_HOME=/design/flow/orfs finish
==> impl_metrics.env <==
# flow metrics
export IMPL_synth_main_ff_cell="edfxtp_1"
export IMPL_sequentialPowerShare_pct=48.3
export IMPL_cp_max_fo=2
export IMPL_ys_seq_share_pct=49.0
export IMPL_p_int_uw=2130
export IMPL_synth_cell_types=34
export IMPL_top_register="ram"
export IMPL_total_power_uw=2780
export IMPL_synth_flops=64
export IMPL_coreArea_um2=9370
export IMPL_switching_power_uw=650
export IMPL_grt_met3_usage_pct=7.83
export IMPL_worst_pin_slew_ns=0.525
export IMPL_root_buffer="clkbuf_8"
export IMPL_min_period_ns=2.36
export IMPL_synthesis_area_um2=3920
export IMPL_topCombFamilyByArea="multiplexers"
export IMPL_ys_warn_count=1
export IMPL_synthXorXnorAreaFrac_pct=0
export IMPL_crit_path_start_kind="flop"
export IMPL_routabilityCongestion=0.904
export IMPL_drv_slew=0
export IMPL_grt_busiest_layer="met2"
export IMPL_clock_sinks=64
export IMPL_die_w_um=101
export IMPL_grt_use_total_pct=24.0
export IMPL_ir_drop_mv=0.298
export IMPL_filler_cell_count=812
export IMPL_slowest_delay_ns=0.47
export IMPL_io_buffers=40
export IMPL_worst_path_stages=3
export IMPL_largest_reg_flops=64
export IMPL_crit_start="ram[4][4]$_DFFE_PP_"
export IMPL_hold_slack_ns=0.942
export IMPL_ys_cells=250
export IMPL_path_cells="mux4_2 -> mux2_2 -> clkdlybuf4s50_1"
export IMPL_dp_hpwl_um=7760
export IMPL_warnings=25
export IMPL_critPathSlowestCell="mux4_2"
export IMPL_route_antenna_remaining_nets=0
export IMPL_yosys_stat_area_um2=3920
export IMPL_ys_sh_aoi_pct=5.52
export IMPL_combGateArea_um2=1930
export IMPL_cts_buffers=9
export IMPL_drcViolationCount=0
export IMPL_synthCells=250
export IMPL_initCoreUtil_pct=41.8
export IMPL_cts_tree="done"
export IMPL_fmax_ghz=0.424
export IMPL_endpoint_kind="output port"
export IMPL_combPwrFrac_pct=20.5
export IMPL_path_class="flop to output port"
export IMPL_reg_top3="ram x64"
export IMPL_ys_sh_mux_pct=37.6
export IMPL_edf_count=64
export IMPL_wl_um=10600
export IMPL_crit_end="data_out_b_o[4]"
export IMPL_rsz0062_at_grt="no"
export IMPL_swShare_pct=23.4
export IMPL_setup_viol=0
export IMPL_top_cells_by_area="edfxtp_1 49%, mux2_2 20%, mux4_2 13%, mux2_4 3.1%, mux2i_1 2.0%"
export IMPL_p_per_area_nw_per_um2=522
export IMPL_dieArea_um2=10200
export IMPL_initialDrtViolationCount=160
export IMPL_rows=35
export IMPL_grt_max_degree=13
export IMPL_top_area_cell="edfxtp_1"
export IMPL_simple_gate_share_pct=5.17
export IMPL_first_pass_iters=4
export IMPL_ioPinCount=41
export IMPL_synthArstFlopShare_pct=0
export IMPL_fa_ha_area_share_pct=0
export IMPL_outcome="complete, no violations"
export IMPL_wl_per_cell_um=21.1
export IMPL_top_cell_area_share_pct=49.0
export IMPL_final_area_um2=5330
export IMPL_dieHeight_um=101
export IMPL_leakage_uw=0.00210
export IMPL_regArea_um2=1920
export IMPL_cp_num_buf_inv=1
export IMPL_htreeDepth=3
export IMPL_relSlewSlack_pct=64.7
export IMPL_antenna_found_initial=0
export IMPL_grt_use_met2_pct=38.9
export IMPL_grt_pass1_wl_um=16400
export IMPL_met1_usage_pct=34.6
export IMPL_cts_buffer_depth=2
export IMPL_overflow=0
export IMPL_num_antenna_cells=0
export IMPL_grt_pass1_vias=2904
export IMPL_drive_gt1_share_pct=56.3
export IMPL_route_vias_total=2725
export IMPL_vias_per_cell=5.43
export IMPL_finalCritPeriodShare_pct=98.2
export IMPL_max_cap_violations=0
export IMPL_clockPowerShare_pct=31.2
export IMPL_hold_viol_final=0
export IMPL_cp_top_family="multiplexers"
export IMPL_required_ns=1.92
export IMPL_clk_pin_slew_ns=0.07
export IMPL_hp_class="primary input to flop"
export IMPL_crit_arrival_ns=1.88
export IMPL_placed_cell_area_um2=4970
export IMPL_area_growth_pct=36.0
export IMPL_syn_avg_cell_area_um2=15.7
==> cells by family after synthesis <==
family / count (synthesis)
mux: 107
flops: 64
simple gates: 31
compound gates: 28
buf+inv: 20
==> metal layers <==
| metal | share of wire (%) | up-vias |
|---|---|---|
| li1 | - | 1262 |
| met3 | 7.3 | 8 |
| met4 | 0.92 | 0 |
| met1 | 41 | 1357 |
| met5 | 0 | - |
| met2 | 50 | 98 |
==> power by group through the flow <==
stage | clock (µW) | combinational, µW | sequential [µW]
global route | 926 | 612 | 1350
finish | 869 | 569 | 1340
CTS | 879 | 562 | 1340
==> worst min path at each step <==
| stage | end | cells after the start | slack [ns] | start |
|---|---|---|---|---|
| CTS | ram[2][0]$_DFFE_PP_ | 5 | 0.93 | addr_b_i[1] |
| global route | ram[2][0]$_DFFE_PP_ | 5 | 0.98 | addr_b_i[1] |
| finish | ram[2][0]$_DFFE_PP_ | 5 | 0.94 | addr_b_i[1] |
==> area by class of cell <==
| cell class | instances | share of cell area [%] |
|---|---|---|
| clock buffers | 11 | 2.47 |
| clock inverters | 5 | 0.892 |
| well taps | 129 | 3.03 |
| multi-input cells | 166 | 36.2 |
| repair buffers | 123 | 21.1 |
| inverters | 4 | 0.282 |
| flip-flops and latches | 64 | 36.1 |
==> cell usage after synthesis, types with 2 or more instances <==
library cell	count
mux4_2	22
a21boi_0	4
a221oi_1	2
o32a_1	3
nand2_1	8
edfxtp_1	64
nor2b_1	2
or2_2	2
inv_1	4
clkbuf_1	2
mux2_2	69
o21bai_1	2
a22oi_1	4
and2_1	2
mux2_4	8
o21ai_0	4
nor3_1	2
buf_4	3
nor3_4	2
a211o_1	4
mux2i_1	8
nand2b_1	6
o211ai_1	4
buf_2	9
==> through the flow <==
step / utilization (%) / std cells / setup TNS, ns / setup WS, ns
2_1_floorplan: - / 250 / 0 / 0.406
3_3_place_gp: 53.0 / 475 / -21.37 / -0.470
3_5_place_dp: 53.0 / 475 / -19.28 / -0.470
4_1_cts: 56.1 / 498 / 0 / 0.00123
5_1_grt: 56.8 / 502 / 0 / 0.000613
6_report: 56.8 / 502 / 0 / 0.0420
==> layout by cell type, fill, tap and decap left out, types with 5 or more instances in the layout <==
cell type,n
nand2b_1,5
buf_6,5
nand2_1,8
mux2i_1,8
dlymetal6s2s_1,8
edfxtp_1,64
buf_4,74
mux2_4,14
mux2_2,63
mux4_2,22
clkbuf_8,9
clkdlybuf4s50_1,21
dlygate4sd2_1,5
==> timing repair <==
action	CTS	global route
hold buffers	0	0
cloned	3	0
hold endpoints to repair	0	0
pin swaps	1	0
gates resized	43	16
buffers inserted	4	4
endpoints found under the setup margin	16	10
Power is estimated from default activity; no workload was simulated.
